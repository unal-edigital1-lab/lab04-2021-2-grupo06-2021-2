$ cat flow/config.mk
export PLATFORM = sky130hd
export DESIGN_NAME = Lab04
export DESIGN_NICKNAME = Lab04
export VERILOG_FILES = /design/flow/design.v
export SDC_FILE = /design/flow/constraint.sdc
export NUM_CORES = 4
export LEC_CHECK = 1
export CORE_UTILIZATION = 50
$ cat flow/constraint.sdc
current_design Lab04

set clk_period 2.4
set clk_io_pct 0.2

create_clock -name clk0 -period $clk_period [get_ports {clk}]

set non_clock_inputs [all_inputs -no_clocks]
set_input_delay [expr $clk_period * $clk_io_pct] -clock clk0 $non_clock_inputs
set_output_delay [expr $clk_period * $clk_io_pct] -clock clk0 [all_outputs]
$ cat flow/design.v
module BCDtoSSeg (BCD, SSeg);
  input [3:0] BCD;
  output reg [6:0] SSeg;
always @ ( * ) begin
  case (BCD)
   4'b0000: SSeg = 7'b0000001;  
	4'b0001: SSeg = 7'b1001111;  
	4'b0010: SSeg = 7'b0010010;  
	4'b0011: SSeg = 7'b0000110;  
	4'b0100: SSeg = 7'b1001100;  
	4'b0101: SSeg = 7'b0100100;  
	4'b0110: SSeg = 7'b0100000;  
	4'b0111: SSeg = 7'b0001111;  
	4'b1000: SSeg = 7'b0000000;  
	4'b1001: SSeg = 7'b0000100;  
   4'ha: SSeg = 7'b0001000;  
   4'hb: SSeg = 7'b1100000;
   4'hc: SSeg = 7'b0110001;
   4'hd: SSeg = 7'b1000010;
   4'he: SSeg = 7'b0110000;
   4'hf: SSeg = 7'b0111000;
    default:
    SSeg = 0;
  endcase
end
endmodule
	`timescale 1ns / 1ps
module BancoRegistro #(      		  
         parameter BIT_ADDR = 8,   
         parameter BIT_DATO = 4   
	)
	(
    input [BIT_ADDR-1:0] addrRa,  
    input [BIT_ADDR-1:0] addrRb,  
	 output [BIT_DATO-1:0] datOutRa,  
    output [BIT_DATO-1:0] datOutRb,  
	 input [BIT_ADDR:0] addrW,  
    input [BIT_DATO-1:0] datW,  
	 input RegWrite,  
    input clk,
    input rst
    );
localparam NREG = 2 ** BIT_ADDR;  
reg [BIT_DATO-1: 0] breg [NREG-1:0];  
assign  datOutRa = breg[addrRa];
assign  datOutRb = breg[addrRb];
always @(posedge clk) begin
	if (RegWrite == 1)
     breg[addrW] <= datW;
  end
endmodule
module Lab04 (addrA, addrB, addrw, datw, Regwrite, clk, rst, SSeg, An);
	input [3:0] addrA;
	input [3:0] addrB;
	input [3:0] addrw;
	input [3:0] datw;
	input clk;
	input rst;
	input Regwrite;
	output [0:6] SSeg;
	output [3:0] An;
	wire [3:0] datA;
	wire [3:0] datB;
BancoRegistro #(3,4) registro(
	.addrRa(addrA), 
	.addrRb(addrB), 
	.addrW(addrw), 
	.datW(datw), 
	.RegWrite(Regwrite),
	.clk(clk), 
	.rst(rst), 
	.datOutRa(datA), 
	.datOutRb(datB));
display dp(
	.numA(datA),
	.numB(datB),
	.clk(clk), 
	.rst(rst), 
	.sseg(SSeg), 
	.an(An));
endmodule
`timescale 1ns / 1ps
module display(
    input [3:0] numA,
	 input [3:0] numB,
    input clk,
    output [0:6] sseg,
    output reg [3:0] an,
	 input rst
    );
reg [3:0]bcd=0;
BCDtoSSeg bcdtosseg(.BCD(bcd), .SSeg(sseg));
reg [26:0] cfreq=0;
wire enable;
assign enable = cfreq[16];
assign led =enable;
always @(posedge clk) begin
  if(rst==1) begin
		cfreq <= 0;
	end else begin
		cfreq <=cfreq+1;
	end
end
reg [1:0] count =0;
always @(posedge enable) begin
		if(rst==1) begin
			count<= 0;
			an<=4'b1111; 
		end else begin 
			count<= count+1;
			an<=4'b1101; 
			case (count) 
				2'h0: begin bcd <= numA[3:0];   an<=4'b1110; end 
				2'h1: begin bcd <= numB[3:0];   an<=4'b1101; end 
			endcase
		end
end
endmodule
$ cat flow/run.sh
#!/bin/bash
# OpenROAD 26Q1-2900-gdf79404cd8, Yosys 0.63+post, stock flow scripts
make -C /OpenROAD-flow-scripts/flow DESIGN_CONFIG=/design/flow/config.mk WORK_HOME=/design/flow/orfs finish
==> Slide: Implementation Results <==
Key Metrics from the Run

Place
  – RePlAce Congestion: 0.875
  – HPWL Detailed: around 3500 um
  – Port bufs: 24

Finish
  – Fill cell count: 433
  – Layout cells sized above 1: 0.0562
  – Synthesis-to-layout area growth: 13.8%
  – Top cells excl fill/tap: edfxtp_1, nor2_1, clkdlybuf4s50_1, dfxtp_1, nand2b_1
  – Most frequent logic cell in the layout: edfxtp_1

Final timing
  – Final Setup Violations: 0
  – Max-slew violations: 0
  – Fin Hold WS: 0.472 ns
  – Setup_tns: 0 ns
  – Hold Fails Final Rpt: 0
  – Max-slew headroom: 0.540
  – Final min period: 1.71 ns
  – RSZ-0062 raised after global routing: no
  – F_max: 586 MHz
  – Final Cycle Share: 0.711
  – Worst clock skew: 0.00819 ns
  – Tightest Pin Transition: around 0.7 ns
  – Count of endpoints without a timing constraint: 21
  – Register pins left without a clock: 8

Global route
  – GRT Total Usage: 0.193
  – First-pass GRT wire length: 7650 um
  – Gr ovfl total: 0
  – Vias in the first global route: about 1600
  – Antenna violations before repair: 0
  – Largest net degree at the start of global routing: 19

Min path
  – HP Class: flop to flop
  – Beginning of the worst hold path: dp.cfreq[0]

Routing
  – Met2 routed WL: 2170 um
  – TritonRoute pass-1 iters: 4
  – Top Layer Used: met4
  – Vias: ~1700
  – Post-Route M1 WL: roughly 2400 um
  – Post-Route WL: 4770 um
  – Vias/cell: 5.17
  – DRC Markers: 0
  – Met3 wire length: 157 um
  – N_diodes: 0
  – Routed length per instance: 14.1 um
  – Post-route ant nets: 0
  – 1st-iter DRT viols: approximately 110

Pwr
  – PD cells: 496 nW/um^2
  – Seq pwr share: 0.609
  – Clk pwr share: 0.315
  – Internal: roughly 1.2 mW
  – Pleak: 1.08 nW
  – Peak VDD IR: 0.386 mV
  – Sw frac: 0.226
  – Logic pwr share: 0.076
  – NetSw: between 300 and 400 uW

Synthesis
  – Flops after synth: 57
  – Main flop type: edfxtp_1
  – Chip area estimate from yosys synthesis: ~2700 um^2
  – Cell Area, Synth: 2710 um^2
  – Yosys Warn Count: 6
  – Flip-flops with a built-in enable: 36
  – Mapped Cells: 244
  – Distinct cells, synth: around 40
  – Seq/Total Area, Yosys: 0.553
  – # Cells Yosys: roughly 240
  – Async SR Flop Fraction: 0
  – Mean post-synth cell area: roughly 11 um^2

CTS
  – CTS Buf Count: 5
  – Setup Fix Bufs, Post-CTS: 0
  – H-tree levels: 2
  – CTS tree: done
  – Post-CTS resize count: 0
  – Clk buf depth: 2
  – Root buf cell: clkbuf_8
  – CTS clk-pin slew, worst paths: 0.10 ns
  – Hold_buf cts: 0
  – Clock latency on the worst-skew pair: roughly 0.3 ns

Die
  – Die height: 75.7 um
  – FP Core Util: 0.525
  – Num ports: 30
  – Die Size: 5730 um^2
  – Die X: 75.7 um
  – Core region area: 5170 um^2
  – Row count: 26

Run
  – Max-Cap Viols: 0
  – Tool Warnings: 36

Run status
  – Status: complete, no violations

Critical path
  – Worst reg2reg path startpoint: dp.cfreq[0]
  – Worst setup EP type: flop
  – Critical path class: flop to flop
  – CP startpoint kind: flop
  – WP data required: about 2.6 ns
  – Arrival time worst endpoint: 1.94 ns
  – Worst Setup SP: dp.cfreq[0]
  – Worst-path fanout max: 4
-- synth_stat cells (all sizes together) (3+ instances only) --
cell type  count  area [um^2]
edfxtp        36         1080
nor2          32          120
dfxtp         21          420
nand2b        13         81.3
nand2         12         45.0
nor2b         11         68.8
ha            10          125
mux2i         10          113
o22ai          9         56.3
a21oi          8         40.0
buf            8         47.6
o21ai          8         40.0
xor2           8         70.1
inv            6         22.5
o22a           6         52.6
nand3          5         37.5
nand4          5         31.3
o31ai          5         37.5
clkbuf         4         15.0
and4           3         26.3
nor3           3         15.0
or3            3         18.8
xnor2          3         26.3
-- final timing paths --
check,to,slack [ns],cells past startpoint
max,dp.cfreq[16],0.69,5
min,dp.cfreq[0],0.47,1
max reg2reg,dp.cfreq[16],0.69,5
min reg2reg,dp.cfreq[0],0.47,1
-- per-stage QoR --
| step | power (mW) | std cells | utilization | worst slack [ns] | area (um^2) |
|---|---|---|---|---|---|
| after floorplan | 1.02 | 245 | - | 0.856 | 2720 |
| after detailed placement | 1.07 | 329 | 0.580 | 0.482 | 3000 |
| after global routing | 1.60 | 337 | 0.597 | 0.596 | 3090 |
| after global placement | 1.07 | 329 | 0.580 | 0.489 | 3000 |
| final | 1.53 | 337 | 0.597 | 0.692 | 3090 |
| after CTS | 1.55 | 337 | 0.597 | 0.681 | 3090 |
-- layer usage --
metal | track usage | vias to the layer above
met2 | 0.295 | 29
met1 | 0.316 | 788
met4 | 0.0185 | 0
li1 | - | 919
met3 | 0.0496 | 5
met5 | 0 | -
-- registers in the layout, summed over array words and instances, names as in the netlist --
register / cells
dp.count: 2
registro.breg: 32
dp.bcd: 4
dp.an: 2
dp.cfreq: 17
-- kinds of logic (layout without fill, tap and decap cells) --
family | Yosys count | count (layout) | share of synthesized area
AOI/OAI and AO/OA | 42 | 42 | 0.101
DFF | 57 | 57 | 0.553
and+or+nand+nor | 93 | 93 | 0.178
buffers and inverters | 18 | 40 | 0.0314
adders and majority gates | 10 | 10 | 0.0461
xor gates and xnor gates | 11 | 11 | 0.0355
other | 1 | 2 | 0.00138
muxes | 12 | 12 | 0.0539
-- critical path, cell delays in order, from the launching register on --
cell,delay [ns]
dfxtp_1,0.38
ha_1,0.21
and3_1,0.32
nand3_4,0.11
or4_1,0.48
a21oi_1,0.14
-- power by group through the flow --
stage / clock network, mW / registers [mW] / logic [mW]
4_1_cts: 0.501 / 0.932 / 0.119
5_1_grt: 0.532 / 0.935 / 0.130
6_report: 0.482 / 0.932 / 0.117
-- layout make-up --
| cell class | count | area [um^2] | area share |
|---|---|---|---|
| Timing Repair Buffer | 26 | 255 | 0.0827 |
| Tap cell | 70 | 87.6 | 0.0284 |
| Sequential cell | 57 | 1500 | 0.486 |
| Clock inverter | 3 | 21.3 | 0.00689 |
| Clock buffer | 5 | 68.8 | 0.0223 |
| Multi-Input combinational cell | 170 | 1130 | 0.366 |
| Inverter | 6 | 22.5 | 0.00729 |
Power and IR drop assume default switching activity.
